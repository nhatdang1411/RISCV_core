**config.mk**
```make
export PLATFORM = sky130hd
export DESIGN_NAME = Regpipelinestage2
export DESIGN_NICKNAME = Regpipelinestage2
export VERILOG_FILES = /design/flow/design.v
export SDC_FILE = /design/flow/constraint.sdc
export NUM_CORES = 4
export LEC_CHECK = 1
export CORE_UTILIZATION = 30
```
**run.sh**
```bash
#!/bin/bash
# OpenROAD 26Q1-2900-gdf79404cd8, Yosys 0.63+post, stock flow scripts
make -C /OpenROAD-flow-scripts/flow DESIGN_CONFIG=/design/flow/config.mk WORK_HOME=/design/flow/orfs finish
```
**design.v**
```verilog
module Regpipelinestage0 (clk,newpc,pc,rst,stall);
	input wire [31:0]newpc;
	input wire clk,rst,stall;
	output reg [31:0]pc;
	always_ff @(negedge clk) begin
		if (rst==1) 
			pc <= 0;
		else begin
			if (stall)
				pc <= pc;
			else
				pc <= newpc;
		end
	end
endmodule
module Regpipelinestage1 (clk,rst,newinst,newpc,inst,pc,stall);
	input wire [31:0]newinst,newpc;
	input wire clk,rst,stall;
	output reg [31:0]inst,pc;
	always_ff @(negedge clk) begin
		if (rst==1) begin
			inst=32'h000033;
			pc=0;
		end
		else begin
			if (stall) begin 
				inst <= 32'h00000033;
				pc <= pc;
			end
			else begin
				inst<=newinst;
				pc<=newpc;
			end
		end
	end
	endmodule
module Regpipelinestage2 (clk,rst,newrs1,newrs2,newpc,newinst,inst,pc,rs1,rs2,stall);
	input wire [31:0]newinst,newpc,newrs1,newrs2;
	input wire clk,rst,stall;
	output reg [31:0]inst,pc,rs1,rs2;
	always_ff @(negedge clk) begin
		if (rst==1) begin
			inst<=32'h00000033;
			pc<=0;
			rs1<=0;
			rs2<=0;
		end
		else begin
			inst<=newinst;
			pc<=newpc;
			rs1<=newrs1;
			rs2<=newrs2;
		end
	end
endmodule
module Regpipelinestage3 (clk,rst,newalu,newrs2,newpc,newinst,inst,pc,alu,rs2);
	input wire [31:0]newinst,newpc,newalu,newrs2;
	input wire clk,rst;
	output reg [31:0]inst,pc,alu,rs2;
	always_ff @(negedge clk) begin
		if (rst==1) begin
			inst<=32'h00000033;
			pc<=newpc;
			alu<=0;	
			rs2<=0;
		end
		else begin
			inst<=newinst;
			pc<=newpc;
			alu<=newalu;
			rs2<=newrs2;
		end
	end
endmodule
module Regpipelinestage4 (clk,newDataR,newinst,newalu,newpc,alu,inst,DataR,pc);
	input wire [31:0]newinst,newDataR,newalu,newpc;
	input wire clk;
	output reg [31:0]inst,DataR,alu,pc;
	always_ff @(negedge clk) begin
		inst<=newinst;
		DataR<=newDataR;
		alu<=newalu;
		pc<=newpc;
	end
endmodule
```
**constraint.sdc**
```tcl
current_design Regpipelinestage2

set clk_period 1.0
set clk_io_pct 0.2

create_clock -name clk0 -period $clk_period [get_ports {clk}]

set non_clock_inputs [all_inputs -no_clocks]
set_input_delay [expr $clk_period * $clk_io_pct] -clock clk0 $non_clock_inputs
set_output_delay [expr $clk_period * $clk_io_pct] -clock clk0 [all_outputs]
```
==> impl_metrics.yaml <==
# flow metrics
grt:
  track_usage_pct: 16.7
  first_global_vias: 3337
  grt_pass1_wl_mm: 14.6
  grt_max_degree: 38
  overflow: 0
  antenna_found_initial: 0
pwr:
  p_leak_uw: 0.00350
  finalPower_uw: 14800
  p_per_area_mw_per_mm2: 2210
  ir_worst_vdd_uv: 1940
clock_tree:
  postCtsSetupRepairBufs: 0
  clock-sinks: 128
  htree_num_levels: 4
  cts_inserted_buffers: 17
  cts_tree: "built"
  hold_buffers: 0
  cts_max_path_buffers: 2
  cts_root_buf: "clkbuf_16"
  clk_pin_slew_ps: 40
floorplan:
  dieHeight_um: 109
  ios: 259
  fp_util_pct: 31.2
  die_width_um: 109
  core_mm2: 0.0110
  chip_area_mm2: 0.0119
  rows: 38
sta:
  slew_viol_final: 0
  tns_ps: -66190
  finalSetupViolCount: 129
  max_slew.worst_pin.slew_ps: 182
  worst_slack_ps: -548
  rsz0062_at_grt: "yes"
  whs_ps: 590
  relSlewSlack_pct: 87.9
  hold_viol: 0
run:
  warnings: 157
  maxCapViolCount: 0
critical_path:
  critPathMaxFanout: 1
  path_cells: "buf_2"
  crit_buf_inv: 1
  cp_data_arrival_time_ps: 1350
  slowest_delay_ps: 310
  start_kind: "register"
  path_delay_family: "flip-flops"
  crit_slowest_cell: "dfxtp_2"
  cp_data_required_time_ps: 800
  path_class: "register to output pin"
  cp-end-kind: "output pin"
synthesis:
  ys_ff: 128
  yosys.cell_types.count: 7
  netlist_area_mm2: 0.00344
  netlist_instances: 271
  ys_seq_share_pct: 74.4
  ys_warn_count: 1
  ys_area_mm2: 0.00344
  syn_avg_cell_area_um2: 12.7
  ys_cells: 271
placement:
  hpwl_mm: 7.04
  globalplace.congestion: 0.758
  io_buffers: 257
detailed_routing:
  final_antenna_net_count: 0
  drt_iter0_markers: 76
  wire_per_inst_um: 12.2
  routed_wl_mm: 9.95
  via_per_inst: 3.83
  vias: 3134
  drtPass1Iterations: 4
  diodes: 0
  drc_errors: 0
run_status:
  violations: "setup timing"
  status: "finished with violations"
cells_and_area:
  final_cell_mix: "inv_1 (131), buf_2 (127), clkdlybuf4s50_1 (126), nor2b_1 (124), dfxtp_1 (113)"
  final_layout_size_suffix_gt1_share_pct: 26.8
  lay_top_count: "inv_1"
  final_util_pct: 60.5
  area_growth_pct: 93.9
hold_path:
  hp-class: "input port to register"
[area by class of cell]
cell class,count,area (um2)
fill,944,4360
timing repair buffer,263,2020
multi-input combinational,128,811
tap,140,175
sequential,128,2580
clock buffer,17,425
clock inverter,142,666
[registers in the layout, summed over array words and instances, names as in the netlist]
register and cells:
rs1 32, inst 32, pc 32, rs2 32
[cells by family (layout without fill, tap and decap cells)]
family	Yosys count	after routing	synth area share (%)
flip-flops	128	128	74.4
AND/OR/NAND/NOR	128	128	23.3
buffers and inverters	15	422	2.29
[power by group]
group / internal [uW] / switching, uW / leakage [uW]
Sequential: 5430 / 55.7 / 0.00107
Combinational: 761 / 242 / 0.00144
Clock: 4840 / 3450 / 0.000994
Total: 11000 / 3740 / 0.00350
[metrics by stage]
stage          cell area, um2  instances  setup WS [ps]
6_report                 6670        818           -548
3_3_place_gp             6200        660           -491
5_1_grt                  6670        818           -601
3_5_place_dp             6200        660           -495
4_1_cts                  6660        818           -569
2_1_floorplan            3570        271           -261
[cells in the mapped netlist]
cell	instances	share of area [%]
nor2b_1	124	23
dfxtp_1	128	74
buf_2	12	1.7
or2_2	4	0.73
inv_1	1	0.11
clkbuf_1	1	0.11
buf_6	1	0.33
[worst paths after layout]
path	depth (start not counted)	start	to
worst max-delay path	1	rs1[10]	rs1[10]
worst min-delay path	2	newinst[4]	inst[4]
[routing by layer]
| layer | global-route usage (%) | part of all wire (%) |
|---|---|---|
| met1 | 15.9 | 35 |
| met2 | 26.5 | 51 |
| met3 | 11.5 | 12 |
| met4 | 9.07 | 1.7 |
| met5 | 0 | 0 |
[timing repair]
item | in CTS | in global routing
pin swaps | 2 | 0
setup endpoints to repair | 132 | 128
resized | 408 | 5
endpoints found under the hold margin | 0 | 0
Power is estimated from default activity; no workload was simulated.
