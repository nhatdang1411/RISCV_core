**flow/run.sh**
```bash
#!/bin/bash
# OpenROAD 26Q1-2900-gdf79404cd8, Yosys 0.63+post, stock flow scripts
make -C /OpenROAD-flow-scripts/flow DESIGN_CONFIG=/design/flow/config.mk WORK_HOME=/design/flow/orfs finish
```
**flow/config.mk**
```make
export PLATFORM = sky130hd
export DESIGN_NAME = Register
export DESIGN_NICKNAME = Register
export VERILOG_FILES = /design/flow/design.v
export SDC_FILE = /design/flow/constraint.sdc
export NUM_CORES = 4
export LEC_CHECK = 1
export CORE_UTILIZATION = 40
```
**flow/constraint.sdc**
```tcl
current_design Register

set clk_period 7.5
set clk_io_pct 0.2

create_clock -name clk0 -period $clk_period [get_ports {clk}]

set non_clock_inputs [all_inputs -no_clocks]
set_input_delay [expr $clk_period * $clk_io_pct] -clock clk0 $non_clock_inputs
set_output_delay [expr $clk_period * $clk_io_pct] -clock clk0 [all_outputs]
```
**flow/design.v**
```verilog
module Register(clk,DataD,AddrA,AddrB,AddrD,RegWEn,rs1,rs2);
	input wire [4:0] AddrD,AddrA,AddrB;
	input wire [31:0] DataD;
	input wire RegWEn;
	input wire clk;
	output reg [31:0] rs1;
	output reg [31:0] rs2;
	reg [31:0]Register[0:31];
	initial begin
		Register[0]=32'd0;
		Register[1]=32'd0;
		Register[2]=32'd0;
		Register[3]=32'd0;
		Register[4]=32'd0;
		Register[5]=32'd0;
		Register[6]=32'd0;
		Register[7]=32'd0;
		Register[8]=32'd0;
		Register[9]=32'd0;
		Register[10]=32'd0;
		Register[11]=32'd0;
		Register[12]=32'd0;
		Register[13]=32'd0;
		Register[14]=32'd0;
		Register[15]=32'd0;
		Register[16]=32'd0;
		Register[17]=32'd0;
		Register[18]=32'd0;
		Register[19]=32'd0;
		Register[20]=32'd0;
		Register[21]=32'd0;
		Register[22]=32'd0;
		Register[23]=32'd0;
		Register[24]=32'd0;
		Register[25]=32'd0;
		Register[26]=32'd0;
		Register[27]=32'd0;
		Register[28]=32'd0;
		Register[29]=32'd0;
		Register[30]=32'd0;
		Register[31]=32'd0;
	end
	always@*
		begin
			case(AddrA)
				5'b00000 : rs1<=Register[0];
				5'b00001 : rs1<=Register[1];
				5'b00010 : rs1<=Register[2];
				5'b00011 : rs1<=Register[3];
				5'b00100 : rs1<=Register[4];
				5'b00101 : rs1<=Register[5];
				5'b00110 : rs1<=Register[6];
				5'b00111 : rs1<=Register[7];
				5'b01000 : rs1<=Register[8];
				5'b01001 : rs1<=Register[9];
				5'b01010 : rs1<=Register[10];
				5'b01011 : rs1<=Register[11];
				5'b01100 : rs1<=Register[12];
				5'b01101 : rs1<=Register[13];
				5'b01110 : rs1<=Register[14];
				5'b01111 : rs1<=Register[15];
				5'b10000 : rs1<=Register[16];
				5'b10001 : rs1<=Register[17];
				5'b10010 : rs1<=Register[18];
				5'b10011 : rs1<=Register[19];
				5'b10100 : rs1<=Register[20];
				5'b10101 : rs1<=Register[21];
				5'b10110 : rs1<=Register[22];
				5'b10111 : rs1<=Register[23];
				5'b11000 : rs1<=Register[24];
				5'b11001 : rs1<=Register[25];
				5'b11010 : rs1<=Register[26];
				5'b11011 : rs1<=Register[27];
				5'b11100 : rs1<=Register[28];
				5'b11101 : rs1<=Register[29];
				5'b11110 : rs1<=Register[30];
				5'b11111 : rs1<=Register[31];
			endcase
			case(AddrB)
				5'b00000 : rs2<=Register[0];
				5'b00001 : rs2<=Register[1];
				5'b00010 : rs2<=Register[2];
				5'b00011 : rs2<=Register[3];
				5'b00100 : rs2<=Register[4];
				5'b00101 : rs2<=Register[5];
				5'b00110 : rs2<=Register[6];
				5'b00111 : rs2<=Register[7];
				5'b01000 : rs2<=Register[8];
				5'b01001 : rs2<=Register[9];
				5'b01010 : rs2<=Register[10];
				5'b01011 : rs2<=Register[11];
				5'b01100 : rs2<=Register[12];
				5'b01101 : rs2<=Register[13];
				5'b01110 : rs2<=Register[14];
				5'b01111 : rs2<=Register[15];
				5'b10000 : rs2<=Register[16];
				5'b10001 : rs2<=Register[17];
				5'b10010 : rs2<=Register[18];
				5'b10011 : rs2<=Register[19];
				5'b10100 : rs2<=Register[20];
				5'b10101 : rs2<=Register[21];
				5'b10110 : rs2<=Register[22];
				5'b10111 : rs2<=Register[23];
				5'b11000 : rs2<=Register[24];
				5'b11001 : rs2<=Register[25];
				5'b11010 : rs2<=Register[26];
				5'b11011 : rs2<=Register[27];
				5'b11100 : rs2<=Register[28];
				5'b11101 : rs2<=Register[29];
				5'b11110 : rs2<=Register[30];
				5'b11111 : rs2<=Register[31];
			endcase
			end
	always@(posedge clk) 
			begin
			case(RegWEn)
				1'b1:	case(AddrD)
					5'b00000 : Register[0]<=32'd0;
					5'b00001 : Register[1]<=DataD;
					5'b00010 : Register[2]<=DataD;
					5'b00011 : Register[3]<=DataD;
					5'b00100 : Register[4]<=DataD;
					5'b00101 : Register[5]<=DataD;
					5'b00110 : Register[6]<=DataD;
					5'b00111 : Register[7]<=DataD;
					5'b01000 : Register[8]<=DataD;
					5'b01001 : Register[9]<=DataD;
					5'b01010 : Register[10]<=DataD;
					5'b01011 : Register[11]<=DataD;
					5'b01100 : Register[12]<=DataD;
					5'b01101 : Register[13]<=DataD;
					5'b01110 : Register[14]<=DataD;
					5'b01111 : Register[15]<=DataD;
					5'b10000 : Register[16]<=DataD;
					5'b10001 : Register[17]<=DataD;
					5'b10010 : Register[18]<=DataD;
					5'b10011 : Register[19]<=DataD;
					5'b10100 : Register[20]<=DataD;
					5'b10101 : Register[21]<=DataD;
					5'b10110 : Register[22]<=DataD;
					5'b10111 : Register[23]<=DataD;
					5'b11000 : Register[24]<=DataD;
					5'b11001 : Register[25]<=DataD;
					5'b11010 : Register[26]<=DataD;
					5'b11011 : Register[27]<=DataD;
					5'b11100 : Register[28]<=DataD;
					5'b11101 : Register[29]<=DataD;
					5'b11110 : Register[30]<=DataD;
					5'b11111 : Register[31]<=DataD;	
				endcase
				1'b0:;
			endcase
		end
endmodule
```
==> results.py <==
# Physical implementation metrics
metrics = {
    "outcome": {
        "status": "finished clean",
    },
    "synth": {
        "async_flop_share_pct": 0,
        "ys.flops": 992,
        "ys_seq_share_pct": 68.1,
        "synthCells": 3045,
        "largest_area_cell": "edfxtp_1",
        "synth.yosys.warnings": 2,
        "ff_type": "edfxtp_1",
        "synth_cell_types": 65,
        "yosys-top-cells-count": "edfxtp_1 (992), a22oi_1 (555), and3_1 (171)",
        "ys_cells": 3045,
        "syn_area_mm2": 0.0437,
        "area_leaders": "edfxtp_1 (68%), a22oi_1 (9.5%), and3_1 (2.4%), mux2i_1 (2.1%), nand4_1 (1.5%)",
        "synth_top_cell_by_count": "edfxtp_1",
        "top_area_share_pct": 68.1,
        "ys_chip_area_mm2": 0.0437,
        "edf_count": 992,
        "syn-mean-instance-area_um2": 14.4,
    },
    "floorplan": {
        "floorplan.core_util_pct": 40.6,
        "rows": 120,
        "core_mm2": 0.108,
        "die_area_mm2": 0.111,
        "ios": 113,
        "dieHeight_um": 333,
        "die_w_um": 333,
    },
    "grt": {
        "antenna_found_initial": 6,
        "grt_max_degree": 43,
        "grt_pass1_wl_um": 272000,
        "grt_remaining_overflow": 0,
        "grt_usage_pct": 38.9,
        "grt_pass1_vias": 35900,
    },
    "drt": {
        "drtIter0Drc": 3516,
        "vias_per_cell": 7.16,
        "route.detailed.wl_per_inst_um": 42.4,
        "routed_wl_um": 200000,
        "drc": 0,
        "drt-pass1-iter-count": 8,
        "vias": 33700,
        "ant_nets": 0,
    },
    "critical_path": {
        "arrival_ns": 5.56,
        "critPathRequiredTime_ns": 6.00,
        "worst-path-max-fanout": 17,
        "worst_setup_path_start_kind": "input port",
        "crit_path_end_kind": "output port",
        "critPathKind": "input port to output port",
    },
    "placement": {
        "place_congestion": 1.07,
        "io_buffers": 112,
        "hpwl_um": 124000,
        "dp_slack_ns": 0.650,
        "dp_cells": 4506,
    },
    "hold_path": {
        "hold_class": "input port to flop",
    },
    "sta": {
        "setup_ws_ns": 0.442,
        "worst_pin_slew_ns": 1.19,
        "relSlewSlack_pct": 20.3,
        "hold_viol_final": 0,
        "drv_slew": 0,
        "min_period_ns": 7.06,
        "setup_viol": 0,
        "rsz0062_at_grt": "false",
        "timing.final.crit_share_pct": 94.1,
        "whs_ns": 1.60,
        "finalSetupTns_ns": 0,
        "fmax_ghz": 0.142,
    },
    "run": {
        "maxCapViolCount": 0,
        "warnings": 25,
    },
    "clock_network": {
        "htreeDepth": 3,
        "cts_sinks": 992,
        "clk_pin_slew_ns": 0.06,
        "numCtsBuffers": 107,
        "root_buffer": "clkbuf_16",
        "ctsResizeCount": 0,
        "holdBufCountCts": 0,
        "cts_buffer_depth": 3,
        "postCtsSetupRepairBufs": 0,
        "cts_tree": "yes",
    },
    "power": {
        "leakagePower_uw": 0.0169,
        "vdd_drop_max_v": 0.000185,
        "powerDensity_mw_per_mm2": 244,
        "report.power.total_uw": 12400,
    },
    "layout": {
        "synthToLayoutAreaGrowth_pct": 16.8,
        "regMostFlops": "Register",
        "seq_area_mm2": 0.0298,
        "fillCellCount": 8889,
        "drive_gt1_share_pct": 15.6,
        "mi_logic_area_mm2": 0.0133,
        "final_cell_count_no_fill": 4708,
        "top_regs": "Register (992)",
        "largest_reg_flops": 992,
    },
}
## path summary, 6_finish.rpt
check	start	to	slack [ns]	cells after the start
max	AddrB[4]	rs2[30]	0.44	9
min	DataD[10]	Register[22][10]$_DFFE_PP_	1.60	2
## cells in the final DEF, fill, tap and decap left out, types with 18 or more instances in the layout
cell             netlist  routed
buf_4                  4     193
a222oi_1              21      21
clkinv_2               0      18
and2_2                 0      18
clkinv_1               1      33
and3_1               171     171
mux4_2                19      19
nor2_4                 0      49
a2111oi_0             42      42
a21oi_1               61      61
edfxtp_1             992     992
mux2_2                26      26
nand2_1               65      65
a32oi_1               25      25
clkbuf_16              0     111
nand3_1              117     117
or4_1                 44      44
a22o_1                41      41
nand4_1              104     104
a22oi_1              555     555
nor2_1               126      72
clkdlybuf4s50_1        0     105
o211ai_1              22      22
mux2i_1               92      92
## where the power goes
part | total (uW) | internal [uW] | switching, uW
Sequential | 6210 | 6170 | 36.9
Clock | 5350 | 3120 | 2220
Combinational | 890 | 309 | 581
Total | 12400 | 9610 | 2840
## critical path, cell delays in order
cell,delay (ns)
clkdlybuf4s50_1,0.80
nor3b_2,0.97
buf_4,0.45
and2_2,0.54
buf_12,0.28
a22oi_1,0.12
nand2_1,0.12
or4_1,0.22
clkdlybuf4s50_1,0.51
## routing by layer
layer / GRT usage [%] / routed length (um) / vias up
met4: 20.0 / 14100 / 33
met3: 35.4 / 43000 / 859
li1: - / - / 13100
met2: 50.9 / 82400 / 3619
met1: 41.7 / 59400 / 16100
met5: 7.34 / 835 / -
## cell families (layout without fill, tap and decap cells)
family | Yosys count | in the layout | share of synthesized area, %
simple gates | 763 | 763 | 9.93
other cells | 0 | 5 | 0
flops | 992 | 992 | 68.1
mux | 137 | 137 | 3.75
compound gates | 888 | 888 | 15.6
buf+inv | 265 | 520 | 2.58
## layout make-up
type                       instances  share of cell area [%]
sequential                       992                    58.3
multi-input combinational       1788                    26.0
clock buffer                     128                    5.56
timing repair buffer             311                    5.27
tap                             1403                    3.44
clock inverter                    69                    1.28
inverter                          12                  0.0882
antenna                            5                  0.0245
## stage by stage
stage          util (%)  instance area, um2
4_1_cts            47.4               51100
3_5_place_dp       44.2               47600
2_1_floorplan         -               43700
6_report           47.5               51100
3_3_place_gp       44.2               47600
5_1_grt            47.4               51100
Power is estimated from default activity; no workload was simulated.
