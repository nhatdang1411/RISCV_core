[design/flow/run.sh]
#!/bin/bash
# OpenROAD 26Q1-2900-gdf79404cd8, Yosys 0.63+post, stock flow scripts
make -C /OpenROAD-flow-scripts/flow DESIGN_CONFIG=/design/flow/config.mk WORK_HOME=/design/flow/orfs finish
[design/flow/config.mk]
export PLATFORM = sky130hd
export DESIGN_NAME = dataforwarding
export DESIGN_NICKNAME = dataforwarding
export VERILOG_FILES = /design/flow/design.v
export SDC_FILE = /design/flow/constraint.sdc
export NUM_CORES = 4
export LEC_CHECK = 1
export CORE_AREA = 10 10 77 77
export DIE_AREA = 0 0 87 87
[design/flow/constraint.sdc]
current_design dataforwarding

set clk_period 3.9
set clk_io_pct 0.2

create_clock -name clk0 -period $clk_period

set non_clock_inputs [all_inputs -no_clocks]
set_input_delay [expr $clk_period * $clk_io_pct] -clock clk0 $non_clock_inputs
set_output_delay [expr $clk_period * $clk_io_pct] -clock clk0 [all_outputs]
[design/flow/design.v]
module dataforwarding(inst2,inst3,inst4,cont1,cont2);
	input wire [31:0] inst2,inst3,inst4;
	output reg [1:0] cont1,cont2;
	reg TH1,TH2,TH3,TH4,TH5,TH6,TH7,TH8,TH9,TH10,TH11,TH12,TH13,TH14,TH15,TH16,TH17,TH18;
	reg TT1,TT2,TT3,TT4,TT5,TT6,TT7,TT8,TT9,TT10,TT11,TT12,TT13,TT14,TT15,TT16,TT17,TT18,TT19,TT20,TT21;
	reg CK;
	reg zero_check_1,zero_check_2;
	always_comb begin
		cont1=2'b00;
		cont2=2'b00;
		CK=(inst3[6:0]==7'b0110111)||(inst3[6:0]==7'b0010111)||(inst3[6:0]==7'b1101111)||(inst3[6:0]==7'b1100111);  
		TH1=(inst2[6:0]==7'b0110011) && (inst3[6:0]==7'b0110011) ;  
		TH2=(inst2[6:0]==7'b0010011) && (inst3[6:0]==7'b0110011) ;  
		TH3=(inst2[6:0]==7'b0010011) && (inst3[6:0]==7'b0010011) ;  
		TH4=(inst2[6:0]==7'b0110011) && (inst3[6:0]==7'b0010011) ;  
		TH5=(inst2[6:0]==7'b1100011) && (inst3[6:0]==7'b0110011) ;  
		TH6=(inst2[6:0]==7'b1100011) && (inst3[6:0]==7'b0010011) ;  
		TH7=(inst2[6:0]==7'b0000011) && (inst3[6:0]==7'b0110011) ;  
		TH8=(inst2[6:0]==7'b0000011) && (inst3[6:0]==7'b0010011) ;  
		TH11=(inst2[6:0]==7'b0100011) && (inst3[6:0]==7'b0110011) ;  
		TH12=(inst2[6:0]==7'b0100011) && (inst3[6:0]==7'b0010011) ;  
		TH13= CK && (inst2[6:0]==7'b0110011) ;  
		TH14= CK && (inst2[6:0]==7'b0010011) ;  
		TH15= CK && (inst2[6:0]==7'b1100011) ;  
		TH16= CK && (inst2[6:0]==7'b0000011) ;  
		TH17= CK && (inst2[6:0]==7'b0100011) ;  
		TH18= CK && (inst2[6:0]==7'b1100111) ;  
		zero_check_1 = (inst3[11:7] != 0);
		if ((TH1||TH4||TH5||TH6||TH11||TH12||TH13||TH15||TH17)&&zero_check_1) begin
			if (inst3[11:7]==inst2[24:20])
				cont2=2'b01;
			if (inst3[11:7]==inst2[19:15])
				cont1=2'b01;
		end
		else if ((TH2||TH3||TH7||TH8||TH14||TH16||TH18)&&zero_check_1) begin
			if (inst3[11:7]==inst2[19:15])
				cont1=2'b01;
		end
		zero_check_2 = (inst4[11:7] != 0);
		CK=(inst4[6:0]==7'b0110111)||(inst4[6:0]==7'b0010111)||(inst4[6:0]==7'b1101111)||(inst4[6:0]==7'b1100111);  
		TT1=(inst2[6:0]==7'b0110011) && (inst4[6:0]==7'b0110011) ;  
		TT2=(inst2[6:0]==7'b0010011) && (inst4[6:0]==7'b0110011) ;  
		TT3=(inst2[6:0]==7'b0010011) && (inst4[6:0]==7'b0010011) ;  
		TT4=(inst2[6:0]==7'b0110011) && (inst4[6:0]==7'b0010011) ;  
		TT5=(inst2[6:0]==7'b1100011) && (inst4[6:0]==7'b0110011) ;  
		TT6=(inst2[6:0]==7'b1100011) && (inst4[6:0]==7'b0010011) ;  
		TT7=(inst2[6:0]==7'b0000011) && (inst4[6:0]==7'b0110011) ;  
		TT8=(inst2[6:0]==7'b0000011) && (inst4[6:0]==7'b0010011) ;  
		TT9=(inst2[6:0]==7'b0110011) && (inst4[6:0]==7'b0000011) ;  
		TT10=(inst2[6:0]==7'b0010011) && (inst4[6:0]==7'b0000011) ;  
		TT11=(inst2[6:0]==7'b0100011) && (inst4[6:0]==7'b0110011) ;  
		TT12=(inst2[6:0]==7'b0100011) && (inst4[6:0]==7'b0010011) ;  
		TT13=(inst2[6:0]==7'b0100011) && (inst4[6:0]==7'b0000011) ;  
		TT14= CK && (inst2[6:0]==7'b0110011) ;  
		TT15= CK && (inst2[6:0]==7'b0010011) ;  
		TT16= CK && (inst2[6:0]==7'b1100011) ;  
		TT17= CK && (inst2[6:0]==7'b0000011) ;  
		TT18= CK && (inst2[6:0]==7'b0100011) ;  
		TT19= CK && (inst2[6:0]==7'b1100111) ;  
		TT20= (inst2[6:0]==7'b1100011) && (inst4[6:0]==7'b0000011) ; 
		TT21= (inst2[6:0]==7'b0000011) && (inst4[6:0]==7'b0000011) ; 
		if ((TT1||TT4||TT5||TT6||TT9||TT10||TT11||TT12||TT13||TT14||TT16||TT18||TT20)&&zero_check_2) begin
			if ((inst4[11:7]==inst2[24:20]) && (cont2==2'b00))
				cont2=2'b10;
			if ((inst4[11:7]==inst2[19:15]) && (cont1==2'b00))
				cont1=2'b10;
		end
		else if ((TT2||TT3||TT7||TT8||TT15||TT17||TT19||TT21)&&zero_check_2) begin
			if ((inst4[11:7]==inst2[19:15])&& (cont1==2'b00))
				cont1=2'b10;
		end
	end
endmodule
==> out/notes.md <==
The run finished with clean final reports. For the fraction of the core area covered by cells at the end of the flow, the log shows 24.0%. The final clock period utilization by the worst path came out at 91.5%. With the post-CTS setup-driven buffer insertion count at 0, the number of antenna violations at the first check in global routing is 0.

Hold-check failures listed in the final report amount to 0. The post-synthesis cell area was 528 sq um. The run gives 0 for the number of violations of the max-capacitance limit. The share of the core area taken by cells at floorplan is 12.1%. Global routing consumed, over all layers together, 5.37% of the routing resources. For this design the top-level I/O count stands at 100. The run gives 0 for the number of resized instances in the post-cts repair step.

The tools report the number of inserted filler cells in the final layout as 477. With the footprint of the flip-flops and latches at 0 sq um, the worst-path maximum fanout is 4. Before antenna repair, the detailed router went through 4 iterations. The cell area after layout is 1040 sq um. The portion of synthesized area spent on multiplexers is 0%. The die is 87 um tall. The run gives 2.79 ns as the arrival time at the worst endpoint.

With the final weighted congestion in routability-driven placement at 0.856, the post-route total power is 84.3 uW. According to the floorplan report, the total die area is 7570 sq um. Count of yosys warnings during synthesis: 1.

The run gives 45 for the port buffer count. Per the detail_route report, routed wire per instance is 13.5 um. Sequential cells were found to cover 0% of the synthesized design area. Checking max transition, the worst relative margin is 75.5%. For the pin with the worst max-slew slack, the measured transition is 0.364 ns.

According to the floorplan report, the die width is 87 um. Including well taps, the total number of placed cells is 167. The critical setup path kind is input pin to output port.

After synthesis, the netlist uses 30 different library cells. Detailed-placement wirelength estimate: 2080 um. The pin count of the biggest net entering global routing is 6.

The tools report the wire length of the first global-routing pass as 3360 um. The remaining number of nets flagged by the antenna check after routing is 0. Cells with a size suffix above 1 make up 6.09% of the layout. Buffers inserted to repair hold after CTS numbered 0.

For this design the static power due to leakage is 0.000345 uW. For reference, the placement row count at floorplan is 24. The run gives 0 as the number of diodes. For the final routed wirelength across all metal layers, the log shows 2260 um. The area growth from synthesis to layout is 97.6%. The number of vias per cell after detailed routing is 3.96, and the via count of the first global-routing pass is 706. Areal power density over the cells: 80.8 nW/um^2. The required time at the worst endpoint is listed as 3.12 ns. The layout report lists the multi-input gate area as 524 sq um.

Max-slew check failures listed in the final report amount to 0. After the flow finishes, the layout carries non-filler instances totaling 167. The highest clock rate this design can be run at is 0.280 GHz. Setup repair after global routing left no endpoint under its margin.

After layout, the clock buffer instance count stands at 0. The core region is 4350 sq um. The path category of the worst min-delay check is input pin to output port. STA classifies the critical path endpoint as an output port. For the post-synthesis cell count, the log shows 70. With the global-route congestion overflow total at 0, the remaining design rule violation count is 0. Summing the areas of all xor and xnor instances in the mapped netlist gives 33.2% of the synthesized area. Detailed routing inserted a total of 662 vias. The largest non-sequential cell family by area is simple AND/OR/NAND/NOR gates. The basic-gate share of the synthesized area counting and, or, nand and nor cells came out at 44.8%. The area recorded from the Yosys report for this design is 528 sq um. The first-iteration detailed-routing DRC count was 16; the number of cells in the yosys synthesis report was 70.

After routing, the total negative slack on setup checks comes to 0 ns. The maximum vdd ir drop was 0.0000127 V. The adder and majority cell fraction of the synthesized area is 0%, and the instance area after placement is 1040 sq um. The worst setup path is launched from an input pin.

Of the total synthesized cell area, the portion taken by AND-OR and OR-AND cells is 21.3%. The smallest clock period supported by the final layout is computed as 3.57 ns. With the setup-violating endpoint count in the final report at 0, the warning total across the stage logs is 87. The final layout contains a sequential cell count of 0.

The average instance in the mapped netlist occupies 7.54 sq um.
cell families (layout without fill, tap and decap cells):
logic type / after synthesis / count (layout)
compound gates: 12 / 12
xor+xnor: 20 / 20
buf+inv: 1 / 46
simple gates: 37 / 37
per-stage QoR:
stage / setup slack, ns / hold WS [ns]
2_1_floorplan: 1.46 / 1.70
3_3_place_gp: 0.299 / 2.60
3_5_place_dp: 0.308 / 2.59
4_1_cts: 0.296 / 2.59
5_1_grt: 0.142 / 2.63
6_report: 0.333 / 2.57
critical path: stages:
cell	delay, ns
sky130_fd_sc_hd__clkdlybuf4s50_1	0.47
sky130_fd_sc_hd__nor3_2	0.23
sky130_fd_sc_hd__a41oi_1	0.13
sky130_fd_sc_hd__a2111o_1	0.45
sky130_fd_sc_hd__a211oi_2	0.21
sky130_fd_sc_hd__clkdlybuf4s50_1	0.52
cells in the mapped netlist:
library cell	instances	area share, %
sky130_fd_sc_hd__nor3_2	1	1.9
sky130_fd_sc_hd__nand4b_1	2	3.3
sky130_fd_sc_hd__a21oi_1	1	0.95
sky130_fd_sc_hd__o2111ai_1	1	1.7
sky130_fd_sc_hd__nor2b_1	1	1.2
sky130_fd_sc_hd__and4bb_2	1	2.4
sky130_fd_sc_hd__nor3_1	3	2.8
sky130_fd_sc_hd__nand2_1	7	5.0
sky130_fd_sc_hd__inv_1	1	0.71
sky130_fd_sc_hd__and3_1	1	1.2
sky130_fd_sc_hd__o211ai_2	1	2.4
sky130_fd_sc_hd__or4_1	1	1.4
sky130_fd_sc_hd__and2_1	2	2.4
sky130_fd_sc_hd__o211ai_1	1	1.4
sky130_fd_sc_hd__o21ai_0	2	1.9
sky130_fd_sc_hd__a311oi_2	1	2.8
sky130_fd_sc_hd__or4_4	1	2.1
sky130_fd_sc_hd__a2111o_1	1	2.1
sky130_fd_sc_hd__nand4_1	2	2.4
sky130_fd_sc_hd__nor4_1	2	2.4
sky130_fd_sc_hd__xor2_1	13	22
sky130_fd_sc_hd__or3b_1	1	1.7
sky130_fd_sc_hd__and4b_1	3	5.7
sky130_fd_sc_hd__xnor2_1	7	12
sky130_fd_sc_hd__and3b_1	2	3.3
sky130_fd_sc_hd__o221ai_1	1	1.7
sky130_fd_sc_hd__nor2_1	6	4.3
sky130_fd_sc_hd__nor3b_1	1	1.4
sky130_fd_sc_hd__a41oi_1	1	1.7
sky130_fd_sc_hd__a211oi_2	2	4.7
final timing paths:
check                 startpoint       end  slack, ns  cells after the start
worst max-delay path    inst4[2]  cont2[1]       0.33                      6
worst min-delay path    inst3[2]  cont1[0]       2.57                      4
placed cells by master, fill, tap and decap left out:
cell type                         instances
sky130_fd_sc_hd__a211oi_2                 2
sky130_fd_sc_hd__a21oi_1                  1
sky130_fd_sc_hd__o221ai_1                 1
sky130_fd_sc_hd__nand4b_1                 2
sky130_fd_sc_hd__inv_1                    1
sky130_fd_sc_hd__nor2b_1                  1
sky130_fd_sc_hd__a41oi_1                  1
sky130_fd_sc_hd__and2_1                   2
sky130_fd_sc_hd__nor4_1                   2
sky130_fd_sc_hd__nor3_1                   3
sky130_fd_sc_hd__o211ai_1                 1
sky130_fd_sc_hd__xor2_1                  13
sky130_fd_sc_hd__and4b_1                  3
sky130_fd_sc_hd__or4_1                    1
sky130_fd_sc_hd__xnor2_1                  7
sky130_fd_sc_hd__o211ai_2                 1
sky130_fd_sc_hd__o2111ai_1                1
sky130_fd_sc_hd__a2111o_1                 1
sky130_fd_sc_hd__and3b_1                  2
sky130_fd_sc_hd__nand2_1                  7
sky130_fd_sc_hd__or3b_1                   1
sky130_fd_sc_hd__and3_1                   1
sky130_fd_sc_hd__a311oi_2                 1
sky130_fd_sc_hd__o21ai_0                  2
sky130_fd_sc_hd__and4bb_2                 1
sky130_fd_sc_hd__nor3_2                   1
sky130_fd_sc_hd__or4_4                    1
sky130_fd_sc_hd__clkdlybuf4s50_1         45
sky130_fd_sc_hd__nor3b_1                  1
sky130_fd_sc_hd__nor2_1                   6
sky130_fd_sc_hd__nand4_1                  2
layer usage:
layer / track usage [%] / wire length (um) / vias to the layer above
met5: 0 / 0 / -
met4: 0 / 0 / 0
met3: 2.64 / 289 / 0
met2: 8.79 / 1010 / 25
met1: 6.58 / 957 / 277
li1: - / - / 360
power breakdown:
group          leakage (uW)  switching (uW)  internal [uW]
clock network             0               0              0
registers                 0               0              0
logic              0.000345            30.7           53.7
layout make-up:
class / instances / area share (%)
tap: 52 / 6.24
timing repair buffer: 45 / 43.2
multi-input combinational: 69 / 50.2
inverter: 1 / 0.360
Power and IR drop assume default switching activity.
