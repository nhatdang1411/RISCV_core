==> design/flow/run.sh <==
#!/bin/bash
# OpenROAD 26Q1-2900-gdf79404cd8, Yosys 0.63+post, stock flow scripts
make -C /OpenROAD-flow-scripts/flow DESIGN_CONFIG=/design/flow/config.mk WORK_HOME=/design/flow/orfs finish
==> design/flow/config.mk <==
export PLATFORM = sky130hd
export DESIGN_NAME = Branchbuffer
export DESIGN_NICKNAME = Branchbuffer
export VERILOG_FILES = /design/flow/design.v
export SDC_FILE = /design/flow/constraint.sdc
export NUM_CORES = 4
export LEC_CHECK = 1
export CORE_UTILIZATION = 50
==> design/flow/constraint.sdc <==
current_design Branchbuffer

set clk_period 26.9
set clk_io_pct 0.2

create_clock -name clk0 -period $clk_period [get_ports {clk}]

set non_clock_inputs [all_inputs -no_clocks]
set_input_delay [expr $clk_period * $clk_io_pct] -clock clk0 $non_clock_inputs
set_output_delay [expr $clk_period * $clk_io_pct] -clock clk0 [all_outputs]
==> design/flow/design.v <==
module Branchbuffer(pc,pc2,inst2,PCSel,pcnew,hit,Addr,RST,check,clk);
	input wire [31:0] pc2,inst2,pcnew,pc;
	input wire  PCSel;
	input wire clk;
	output reg RST,check;
	output reg [31:0] Addr;
	output reg  hit;
	integer i;
	reg c,d,m;
	reg [1:0]a;
	reg [31:0] PC [0:5];
	reg [31:0] Address [0:5];
	reg counterbit [0:5];
	reg validbit[0:5]   ;
	wire CK1,CK2,CK3;
	reg lru;
	assign CK1= (inst2[6:0]==7'b1100011);
	assign CK2= (inst2[6:0]==7'b1101111);
	assign CK3= (inst2[6:0]==7'b1100111);
	initial begin
		a=0;
	for (i=0;i<6;i=i+1) begin validbit[i]=0; counterbit[i]=0;PC[i]=32'hffffffff;Address[i]=32'hffffffff;end
		RST=0;
		lru=1;
	end
	always @(posedge clk) begin
		check=0;
		a=0;
		RST=0;
		hit=0;
		lru=1;
		for (i=0;i<6;i=i+1) begin
			if (validbit[i]==0) lru=0;
		end
		if (lru==1) begin
			for (i=0;i<6;i=i+1) begin
				validbit[i]=0;
			end
		end
		for (i=0;i<6;i=i+1) begin
			if (pc==PC[i]) begin
				Addr=Address[i];
				hit=counterbit[i];
			end
		end
		if ((CK1==1)||(CK2==1)||(CK3==1)) begin
			for (i=0;i<6;i=i+1) begin
				if ((PC[i]==pc2)&&(Address[i]==pcnew) && (counterbit[i] ==PCSel)) begin 
					a=2; 
					check=1;
				end
				if ((PC[i]==pc2)&&((Address[i]!=pcnew) || (counterbit[i] !=PCSel)))begin
					RST=1;
					Address[i]=pcnew;
					counterbit[i]=PCSel;	
					a=3;
					validbit[i]=1;
					Addr=pc2;
					hit=1;
				end		
		end
		if (a==0) begin
			RST=1;
			for (i=0;i<6;i=i+1) begin
				if (a==0) begin
					if (validbit[i]==0) begin
						PC[i]=pc2;
						Address[i]=pcnew;
						counterbit[i]=PCSel;	
						a=1;
						validbit[i]=1;
						Addr=pc2;
						hit=1;
					end
				end
			end
		end
	end
end
endmodule
==> metrics.yaml <==
outcome:
  status: "finished, final reports clean"
critical_path:
  end_kind: "flip-flop"
  start_kind: "primary input"
  r2r-start: "Address[2][27]$_DFFE_PN_"
  critPathArrivalTime_ps: 10120
  crit_type: "in2reg"
  cp.required_ps: 27370
  r2r_cells: 9
  critPathMaxFanout: 34
  r2r_setup_slack_ps: 22440
  r2r_end: "Address[4][8]$_DFFE_PN_"
synthesis:
  ys_cells: 1917
  flop_cell: "edfxtp_1"
  edf_count: 390
  syn_inst: 1917
  ys_ff: 431
  async_flop_share: 0
  synth.distinct_cells: 57
  yosys_area_sq_um: 24600
  ys_seq_share: 0.509
  syn_area_sq_um: 24600
  synth_warnings: 5
  avgSynthCellArea_sq_um: 12.8
power_and_ir_drop:
  power_w: 0.00189
  vdd_drop_max_v: 0.0000660
  powerDensity_nw_per_um2: 67.1
  leakagePower_nw: 9.50
global_routing:
  gr-usage-all-layers: 0.372
  grt_overflow: 0
  grtUsageMet1: 0.507
  globalRoute.busiestLayer: "met2"
  antenna_found_initial: 1
  grt_use_met3: 0.124
  grt_pass1_wl_um: 121000
  grt_use_met2: 0.562
  grt_pass1_vias: 16700
  grt_max_degree: 59
run:
  warnings: 50
  drv_cap: 0
timing:
  final_max_slew_viol_count: 0
  maxClockFrequency_mhz: 104
  hold_viol_final: 0
  rsz0062_at_grt: "no"
  tns_ps: 0
  slew_headroom: 0.434
  period_minus_slack_ps: 9660
  setup_violations: 0
  min_period_over_period: 0.359
  worst_pin_slew_ps: 842
  skew_ps: 22.2
clocking:
  cts_buffers: 50
  cts_setup_buffers: 0
  clk_pin_slew_ps: 60
  cts-root-buf: "clkbuf_16"
  clkLatencyLatePin_ps: 610
  htreeDepth: 2
  cts_resized: 0
  cts_buffer_depth: 3
  postCtsHoldBufs: 0
  cts.sinks: 431
  tritoncts: "built"
floorplanning:
  chipArea_sq_um: 50100
  initCoreUtil: 0.511
  dieHeight_um: 224
  fp.coreArea_sq_um: 48100
  die_w_um: 224
  ios: 165
  rows: 80
route:
  num_vias: 16600
  drc_errors: 0
  drt-initial-drc-count: 1224
  dr.pass1.iters: 5
  via_per_inst: 6.07
  drtAntennaViolNets: 0
  wirelength_um: 85100
  routedWlPerCell_um: 31.1
place:
  routabilityCongestion: 0.960
  port_buffers: 139
  hpwl_um: 58400
layout:
  area_growth_pct: 14.5
  drive_above_1_share: 0.162
min_path:
  hold_end: "validbit[5]$_DFF_P_"
  hold_path_class: "reg2reg"
  min_from: "validbit[5]$_DFF_P_"
  min_path_cells: 1
## registers in the layout, summed over array words and instances (netlist names)
| signal | cells |
|---|---|
| PC | 192 |
| RST | 1 |
| Address | 192 |
| validbit | 6 |
| Addr | 32 |
| check | 1 |
| counterbit | 6 |
| hit | 1 |
## metal layers
metal | part of all wire | up-vias
li1 | - | 7307
met1 | 0.37 | 8286
met2 | 0.47 | 782
met3 | 0.094 | 204
met4 | 0.066 | 2
met5 | 0.00051 | -
## synthesized netlist by cell type, drive strengths merged, types with 2 or more instances
cell,n,area (sq um)
and3,31,194
xnor2,452,3960
edfxtp,390,11700
clkbuf,29,109
a2111oi,30,282
nand3,11,55.1
mux2i,33,330
o22ai,3,18.8
o2bb2ai,2,17.5
mux2,229,2720
a211o,30,263
inv,8,30.0
nand2,23,86.3
o21ai,8,40.0
xor2,130,1140
a21boi,3,22.5
nor4,54,344
a22o,29,254
nand3b,2,15.0
nor2,45,171
nor3,48,240
dfxtp,41,821
nand2b,2,12.5
a21oi,13,72.6
buf,123,731
a31oi,4,25.0
and2,6,37.5
nand4,120,751
## stage by stage
stage | cells | util | hold WS [ps] | instance area [sq um] | worst slack (ps)
2_1_floorplan | 1917 | - | 431 | 24600 | 14730
3_3_place_gp | 2640 | 0.555 | 452 | 26700 | 16690
4_1_cts | 2730 | 0.586 | 471 | 28200 | 17270
5_1_grt | 2730 | 0.586 | 502 | 28200 | 17240
3_5_place_dp | 2640 | 0.555 | 458 | 26700 | 16650
6_report | 2731 | 0.586 | 463 | 28200 | 17240
## area by class of cell
type | count | area [sq um]
Timing Repair Buffer | 219 | 1990
Clock buffer | 70 | 1400
Inverter | 9 | 41.3
Fill cell | 3898 | 19900
Antenna cell | 1 | 2.50
Multi-Input combinational cell | 1325 | 11300
Sequential cell | 431 | 12500
Tap cell | 656 | 821
Clock inverter | 20 | 82.6
## critical path: stages
cell and delay [ps]:
clkdlybuf4s50_1 700, xnor2_1 680, nand4_1 220, nor4_1 770
nand4_1 260, nor4_2 410, nor2_1 240, o41ai_4 370
buf_4 600, mux2_1 400
## logic make-up (layout without fill, tap and decap cells)
| kind of cell | Yosys count | after routing | share of synthesized area |
|---|---|---|---|
| buf+inv | 161 | 318 | 0.0355 |
| xor+xnor | 582 | 582 | 0.207 |
| compound gates | 134 | 134 | 0.0455 |
| mux | 262 | 262 | 0.124 |
| other cells | 0 | 1 | 0 |
| simple gates | 347 | 347 | 0.0791 |
| flops | 431 | 431 | 0.509 |
## worst max-delay path by stage
stage,start,to,slack [ps],cells past startpoint
final,pcnew[8],Addr[7]$_DFF_P_,17240,10
after CTS,pcnew[8],Addr[7]$_DFF_P_,17270,10
after global routing,pcnew[8],Addr[7]$_DFF_P_,17240,10
## report_power, final
group          leakage [nW]  switching (W)  internal (W)  total [W]
Clock                 0.718       0.000275      0.000359   0.000634
Combinational          4.93       0.000233      0.000228   0.000461
Sequential             3.86      0.0000200      0.000777   0.000797
## cells in the final DEF (no fill, tap or decap), drive strengths merged, types with 6 or more instances in the layout
cell | netlist | final
xnor2 | 452 | 452
edfxtp | 390 | 390
mux2 | 229 | 229
clkdlybuf4s50 | 0 | 139
xor2 | 130 | 130
nand4 | 120 | 120
buf | 123 | 80
clkbuf | 29 | 70
nor4 | 54 | 54
nor3 | 48 | 48
nor2 | 45 | 45
dfxtp | 41 | 41
mux2i | 33 | 33
and3 | 31 | 31
a211o | 30 | 30
a2111oi | 30 | 30
a22o | 29 | 29
nand2 | 23 | 23
clkinv | 1 | 20
a21oi | 13 | 13
nand3 | 11 | 11
inv | 8 | 9
o21ai | 8 | 8
and2 | 6 | 6
Power is estimated from default activity; no workload was simulated.
